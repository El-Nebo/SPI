File: flow/design.v
module slave (input sclk , input CPHA , input CPOL ,input check1 ,input cs,
              input reg [7:0] init_data , input load ,  
              input MOSI , output reg [7:0] slave_data , output reg MISO);
always @*
begin
if (load==1 ) 
begin
#1
if (cs==0)
 slave_data=init_data;
end
end
always @ (posedge sclk )
begin
if (cs==0)
begin
if (check1==1)
  begin
    if (CPHA==0)
  begin
      MISO <= slave_data[0];
  end
  else
  begin
      slave_data <=slave_data >> 1;
      slave_data[7] <= MOSI;
  end
  end  
end
end
always @ (negedge sclk )
begin
if (cs==0)
begin
if (check1==1)
begin
  if (CPHA==0)
  begin
      slave_data <=slave_data >> 1;
      slave_data[7] <= MOSI;
  end
  else
  begin
      MISO <= slave_data[0];
  end
end
end
end
endmodule
File: flow/run.sh
#!/bin/bash
# OpenROAD 26Q1-2900-gdf79404cd8, Yosys 0.63+post, stock flow scripts
make -C /OpenROAD-flow-scripts/flow DESIGN_CONFIG=/design/flow/config.mk WORK_HOME=/design/flow/orfs finish
File: flow/config.mk
export PLATFORM = sky130hd
export DESIGN_NAME = slave
export DESIGN_NICKNAME = slave
export VERILOG_FILES = /design/flow/design.v
export SDC_FILE = /design/flow/constraint.sdc
export NUM_CORES = 4
export LEC_CHECK = 1
export CORE_AREA = 10 10 95 95
export DIE_AREA = 0 0 105 105
File: flow/constraint.sdc
current_design slave

set clk_period 2.2
set clk_io_pct 0.2

create_clock -name clk0 -period $clk_period [get_ports {sclk}]

set non_clock_inputs [all_inputs -no_clocks]
set_input_delay [expr $clk_period * $clk_io_pct] -clock clk0 $non_clock_inputs
set_output_delay [expr $clk_period * $clk_io_pct] -clock clk0 [all_outputs]
==> results.ini <==
[yosys]
ys_types = 6
synth_flops = 26
ys_warn_count = 1
yosys_area_um2 = 692
ys_cells = 30

[status]
status = stopped before the end
stop_stage = synthesis
error = ERROR: Found 9 problems in 'check -assert'.

[cells by family after synthesis]
family,share of synthesized area (%)
buffers and inverters,0.542
latches,17.4
flip-flops,78.1
AND/OR/NAND/NOR,3.98
[cell usage after synthesis]
| library cell | instances | area, µm² |
|---|---|---|
| inv_1 | 1 | 3.75 |
| dlxtn_1 | 8 | 120 |
| nor3b_2 | 1 | 12.5 |
| and3b_1 | 1 | 8.76 |
| edfxtp_1 | 18 | 541 |
| nand2b_1 | 1 | 6.26 |
